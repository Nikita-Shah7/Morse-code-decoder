==> /design/flow/design.v <==
`timescale 1ns / 1ps
module reciever(clk, serial_inp, s_out);
input serial_inp;		 
input clk;			 
reg [7:0]state = 8'hff;			
wire [1:0]p_in;			 
output reg [7:0]s_out;
parameter [7:0]reset_state=8'hff;
parameter [7:0]a = 8'h00;
parameter [7:0]b = 8'h01;
parameter [7:0]c = 8'h02;
parameter [7:0]d = 8'h03;
parameter [7:0]e = 8'h04;
parameter [7:0]f = 8'h05;
parameter [7:0]g = 8'h06;
parameter [7:0]h = 8'h07;
parameter [7:0]i = 8'h08;
parameter [7:0]j = 8'h09;
parameter [7:0]k = 8'h0a;
parameter [7:0]l = 8'h0b;
parameter [7:0]m = 8'h0c;
parameter [7:0]n = 8'h0d;
parameter [7:0]o = 8'h0e;
parameter [7:0]p = 8'h0f;
parameter [7:0]q = 8'h10;
parameter [7:0]r = 8'h11;
parameter [7:0]s = 8'h12;
parameter [7:0]t = 8'h13;
parameter [7:0]u = 8'h14;
parameter [7:0]v = 8'h15;
parameter [7:0]w = 8'h16;
parameter [7:0]x = 8'h17;
parameter [7:0]y = 8'h18;
parameter [7:0]z = 8'h19;
parameter [7:0]zero = 8'h20;
parameter [7:0]one = 8'h21;
parameter [7:0]two = 8'h22;
parameter [7:0]three = 8'h23;
parameter [7:0]four = 8'h24;
parameter [7:0]five = 8'h25;
parameter [7:0]six = 8'h26;
parameter [7:0]seven = 8'h27;
parameter [7:0]eight = 8'h28;
parameter [7:0]nine = 8'h29;
parameter [7:0]ds1 = 8'h2a;
parameter [7:0]ds2 = 8'h2b;
parameter [7:0]ds3 = 8'h2c;
transmitter trans_rec(
    .serial_inp(serial_inp),
    .parallel_out(p_in),
    .clk(clk)
);
always@(posedge clk)
begin
	case(state)
		reset_state:  
		case(p_in)
			2'b00:begin
			state<=state;
			s_out<=8'h20;end
			2'b01:begin       
			state<=e;
			s_out<=8'h20;end
			2'b10:begin      
			state<=t;
			s_out<=8'h20;end
			2'b11:begin
			state<=reset_state;
			s_out<=8'h20;end
		endcase
		a:  
		case(p_in)
			2'b00:begin
			state<=state;
			s_out<=8'h20;end
			2'b01:begin
			state<=r;
			s_out<=8'h20;end
			2'b10:begin
			state<=w;
			s_out<=8'h20;end
			2'b11:begin
			state<=reset_state;
			s_out<=8'h41;end
		endcase
		b:  
		case(p_in)
			2'b00:begin
			state<=state;
			s_out<=8'h20;end
			2'b01:begin
			state<=six;
			s_out<=8'h20;end
			2'b10:begin
			state<=reset_state;
			s_out<=8'h20;end
			2'b11:begin
			state<=reset_state;
			s_out<=8'h42;end
		endcase
		c:  
		case(p_in)
			2'b00:begin
			state<=state;
			s_out<=8'h20;end
			2'b01:begin
			state<=reset_state;
			s_out<=8'h20;end
			2'b10:begin
			state<=reset_state;
			s_out<=8'h20;end
			2'b11:begin
			state<=reset_state;
			s_out<=8'h43;end
		endcase
		d:  
		case(p_in)
			2'b00:begin
			state<=state;
			s_out<=8'h20;end
			2'b01:begin
			state<=b;
			s_out<=8'h20;end
			2'b10:begin
			state<=x;
			s_out<=8'h20;end
			2'b11:begin
			state<=reset_state;
			s_out<=8'h44;end
		endcase
		e:  
		case(p_in)
			2'b00:begin
			state<=state;
			s_out<=8'h20;end
			2'b01:begin
			state<=i;
			s_out<=8'h20;end
			2'b10:begin
			state<=a;
			s_out<=8'h20;end
			2'b11:begin
			state<=reset_state;
			s_out<=8'h45;end
		endcase
		f:  
		case(p_in)
			2'b00:begin
			state<=state;
			s_out<=8'h20;end
			2'b01:begin
			state<=reset_state;
			s_out<=8'h20;end
			2'b10:begin
			state<=reset_state;
			s_out<=8'h20;end
			2'b11:begin
			state<=reset_state;
			s_out<=8'h46;end
		endcase
		g:  
		case(p_in)
			2'b00:begin
			state<=state;
			s_out<=8'h20;end
			2'b01:begin
			state<=z;
			s_out<=8'h20;end
			2'b10:begin
			state<=q;
			s_out<=8'h20;end
			2'b11:begin
			state<=reset_state;
			s_out<=8'h47;end
		endcase
		h:  
		case(p_in)
			2'b00:begin
			state<=state;
			s_out<=8'h20;end
			2'b01:begin
			state<=five;
			s_out<=8'h20;end
			2'b10:begin
			state<=four;
			s_out<=8'h20;end
			2'b11:begin
			state<=reset_state;
			s_out<=8'h48;end
		endcase
		i:  
		case(p_in)
			2'b00:begin
			state<=state;
			s_out<=8'h20;end
			2'b01:begin
			state<=s;
			s_out<=8'h20;end
			2'b10:begin
			state<=u;
			s_out<=8'h20;end
			2'b11:begin
			state<=reset_state;
			s_out<=8'h49;end
		endcase
		j:  
		case(p_in)
			2'b00:begin
			state<=state;
			s_out<=8'h20;end
			2'b01:begin
			state<=reset_state;
			s_out<=8'h20;end
			2'b10:begin
			state<=one;
			s_out<=8'h20;end
			2'b11:begin
			state<=reset_state;
			s_out<=8'h4A;end
		endcase
		k:  
		case(p_in)
			2'b00:begin
			state<=state;
			s_out<=8'h20;end
			2'b01:begin
			state<=c;
			s_out<=8'h20;end
			2'b10:begin
			state<=y;
			s_out<=8'h20;end
			2'b11:begin
			state<=reset_state;
			s_out<=8'h4B;end
		endcase
		l:  
		case(p_in)
			2'b00:begin
			state<=state;
			s_out<=8'h20;end
			2'b01:begin
			state<=reset_state;
			s_out<=8'h20;end
			2'b10:begin
			state<=reset_state;
			s_out<=8'h20;end
			2'b11:begin
			state<=reset_state;
			s_out<=8'h4C;end
		endcase
		m:  
		case(p_in)
			2'b00:begin
			state<=state;
			s_out<=8'h20;end
			2'b01:begin
			state<=g;
			s_out<=8'h20;end
			2'b10:begin
			state<=o;
			s_out<=8'h20;end
			2'b11:begin
			state<=reset_state;
			s_out<=8'h4D;end
		endcase
		n:  
		case(p_in)
			2'b00:begin
			state<=state;
			s_out<=8'h20;end
			2'b01:begin
			state<=d;
			s_out<=8'h20;end
			2'b10:begin
			state<=k;
			s_out<=8'h20;end
			2'b11:begin
			state<=reset_state;
			s_out<=8'h4E;end
		endcase
		o:  
		case(p_in)
			2'b00:begin
			state<=state;
			s_out<=8'h20;end
			2'b01:begin
			state<=ds1;
			s_out<=8'h20;end
			2'b10:begin
			state<=reset_state;
			s_out<=8'h20;end
			2'b11:begin
			state<=reset_state;
			s_out<=8'h4F;end
		endcase
		p:  
		case(p_in)
			2'b00:begin
			state<=state;
			s_out<=8'h20;end
			2'b01:begin
			state<=reset_state;
			s_out<=8'h20;end
			2'b10:begin
			state<=reset_state;
			s_out<=8'h20;end
			2'b11:begin
			state<=reset_state;
			s_out<=8'h50;end
		endcase
		q:  
		case(p_in)
			2'b00:begin
			state<=state;
			s_out<=8'h20;end
			2'b01:begin
			state<=reset_state;
			s_out<=8'h20;end
			2'b10:begin
			state<=reset_state;
			s_out<=8'h20;end
			2'b11:begin
			state<=reset_state;
			s_out<=8'h51;end
		endcase
		r:  
		case(p_in)
			2'b00:begin
			state<=state;
			s_out<=8'h20;end
			2'b01:begin
			state<=l;
			s_out<=8'h20;end
			2'b10:begin
			state<=reset_state;
			s_out<=8'h20;end
			2'b11:begin
			state<=reset_state;
			s_out<=8'h52;end
		endcase
		s:  
		case(p_in)
			2'b00:begin
			state<=state;
			s_out<=8'h20;end
			2'b01:begin
			state<=h;
			s_out<=8'h20;end
			2'b10:begin
			state<=v;
			s_out<=8'h20;end
			2'b11:begin
			state<=reset_state;
			s_out<=8'h53;end
		endcase
		t:  
		case(p_in)
			2'b00:begin
			state<=state;
			s_out<=8'h20;end
			2'b01:begin
			state<=n;
			s_out<=8'h20;end
			2'b10:begin
			state<=m;
			s_out<=8'h20;end
			2'b11:begin
			state<=reset_state;
			s_out<=8'h54;end
		endcase
		u:  
		case(p_in)
			2'b00:begin
			state<=state;
			s_out<=8'h20;end
			2'b01:begin
			state<=f;
			s_out<=8'h20;end
			2'b10:begin
			state<=ds3;
			s_out<=8'h20;end
			2'b11:begin
			state<=reset_state;
			s_out<=8'h55;end
		endcase
		v:  
		case(p_in)
			2'b00:begin
			state<=state;
			s_out<=8'h20;end
			2'b01:begin
			state<=reset_state;
			s_out<=8'h20;end
			2'b10:begin
			state<=three;
			s_out<=8'h20;end
			2'b11:begin
			state<=reset_state;
			s_out<=8'h56;end
		endcase
		w:  
		case(p_in)
			2'b00:begin
			state<=state;
			s_out<=8'h20;end
			2'b01:begin
			state<=p;
			s_out<=8'h20;end
			2'b10:begin
			state<=j;
			s_out<=8'h20;end
			2'b11:begin
			state<=reset_state;
			s_out<=8'h57;end
		endcase
		x:  
		case(p_in)
			2'b00:begin
			state<=state;
			s_out<=8'h20;end
			2'b01:begin
			state<=reset_state;
			s_out<=8'h20;end
			2'b10:begin
			state<=reset_state;
			s_out<=8'h20;end
			2'b11:begin
			state<=reset_state;
			s_out<=8'h58;end
		endcase
		y:  
		case(p_in)
			2'b00:begin
			state<=state;
			s_out<=8'h20;end
			2'b01:begin
			state<=reset_state;
			s_out<=8'h20;end
			2'b10:begin
			state<=reset_state;
			s_out<=8'h20;end
			2'b11:begin
			state<=reset_state;
			s_out<=8'h59;end
		endcase
		z:  
		case(p_in)
			2'b00:begin
			state<=state;
			s_out<=8'h20;end
			2'b01:begin
			state<=seven;
			s_out<=8'h20;end
			2'b10:begin
			state<=reset_state;
			s_out<=8'h20;end
			2'b11:begin
			state<=reset_state;
			s_out<=8'h5A;end
		endcase
		one:  
		case(p_in)
			2'b00:begin
			state<=state;
			s_out<=8'h20;end
			2'b01:begin
			state<=reset_state;
			s_out<=8'h20;end
			2'b10:begin
			state<=reset_state;
			s_out<=8'h20;end
			2'b11:begin
			state<=reset_state;
			s_out<=8'h31;end
		endcase
		two:  
		case(p_in)
			2'b00:begin
			state<=state;
			s_out<=8'h20;end
			2'b01:begin
			state<=reset_state;
			s_out<=8'h20;end
			2'b10:begin
			state<=reset_state;
			s_out<=8'h20;end
			2'b11:begin
			state<=reset_state;
			s_out<=8'h32;end
		endcase
		three:  
		case(p_in)
			2'b00:begin
			state<=state;
			s_out<=8'h20;end
			2'b01:begin
			state<=reset_state;
			s_out<=8'h20;end
			2'b10:begin
			state<=reset_state;
			s_out<=8'h20;end
			2'b11:begin
			state<=reset_state;
			s_out<=8'h33;end
		endcase
		four:  
		case(p_in)
			2'b00:begin
			state<=state;
			s_out<=8'h20;end
			2'b01:begin
			state<=reset_state;
			s_out<=8'h20;end
			2'b10:begin
			state<=reset_state;
			s_out<=8'h20;end
			2'b11:begin
			state<=reset_state;
			s_out<=8'h34;end
		endcase
		five:  
		case(p_in)
			2'b00:begin
			state<=state;
			s_out<=8'h20;end
			2'b01:begin
			state<=reset_state;
			s_out<=8'h20;end
			2'b10:begin
			state<=reset_state;
			s_out<=8'h20;end
			2'b11:begin
			state<=reset_state;
			s_out<=8'h35;end
		endcase
		six:  
		case(p_in)
			2'b00:begin
			state<=state;
			s_out<=8'h20;end
			2'b01:begin
			state<=reset_state;
			s_out<=8'h20;end
			2'b10:begin
			state<=reset_state;
			s_out<=8'h20;end
			2'b11:begin
			state<=reset_state;
			s_out<=8'h36;end
		endcase
		seven:  
		case(p_in)
			2'b00:begin
			state<=state;
			s_out<=8'h20;end
			2'b01:begin
			state<=reset_state;
			s_out<=8'h20;end
			2'b10:begin
			state<=reset_state;
			s_out<=8'h20;end
			2'b11:begin
			state<=reset_state;
			s_out<=8'h37;end
		endcase
		eight:  
		case(p_in)
			2'b00:begin
			state<=state;
			s_out<=8'h20;end
			2'b01:begin
			state<=reset_state;
			s_out<=8'h20;end
			2'b10:begin
			state<=reset_state;
			s_out<=8'h20;end
			2'b11:begin
			state<=reset_state;
			s_out<=8'h38;end
		endcase
		nine:  
		case(p_in)
			2'b00:begin
			state<=state;
			s_out<=8'h20;end
			2'b01:begin
			state<=reset_state;
			s_out<=8'h20;end
			2'b10:begin
			state<=reset_state;
			s_out<=8'h20;end
			2'b11:begin
			state<=reset_state;
			s_out<=8'h39;end
		endcase
		zero:  
		case(p_in)
			2'b00:begin
			state<=state;
			s_out<=8'h20;end
			2'b01:begin
			state<=reset_state;
			s_out<=8'h20;end
			2'b10:begin
			state<=reset_state;
			s_out<=8'h20;end
			2'b11:begin
			state<=reset_state;
			s_out<=8'h30;end
		endcase
		ds1:  
		case(p_in)
			2'b00:begin
			state<=state;
			s_out<=8'h20;end
			2'b01:begin
			state<=eight;
			s_out<=8'h20;end
			2'b10:begin
			state<=reset_state;
			s_out<=8'h20;end
			2'b11:begin
			state<=reset_state;
			s_out<=8'h20;end
		endcase
		ds2:  
		case(p_in)
			2'b00:begin
			state<=state;
			s_out<=8'h20;end
			2'b01:begin
			state<=nine;
			s_out<=8'h20;end
			2'b10:begin
			state<=zero;
			s_out<=8'h20;end
			2'b11:begin
			state<=reset_state;
			s_out<=8'h20;end
		endcase
		ds3:  
		case(p_in)
			2'b00:begin
			state<=state;
			s_out<=8'h20;end
			2'b01:begin
			state<=reset_state;
			s_out<=8'h20;end
			2'b10:begin
			state<=two;
			s_out<=8'h20;end
			2'b11:begin
			state<=reset_state;
			s_out<=8'h20;end
		endcase
		default:  
		case(p_in)
			2'b00:begin
			state<=state;
			s_out<=8'h20;end
			2'b01:begin
			state<=reset_state;
			s_out<=8'h20;end
			2'b10:begin
			state<=reset_state;
			s_out<=8'h20;end
			2'b11:begin
			state<=reset_state;
			s_out<=8'h20;end
		endcase
	endcase
end
endmodule
`timescale 1ns / 1ps
module transmitter(serial_inp, parallel_out, clk);
input serial_inp;        
input clk;           
reg [3:0]state=4'b0000;
output reg [1:0]parallel_out;        
parameter [3:0] s0 = 4'b0000;
parameter [3:0] s1 = 4'b0001;
parameter [3:0] s2 = 4'b0010;
parameter [3:0] s3 = 4'b0011;
parameter [3:0] s4 = 4'b0100;
parameter [3:0] s5 = 4'b0101;
parameter [3:0] s6 = 4'b0110;
parameter [3:0] s7 = 4'b0111;
parameter [3:0] s8 = 4'b1000;
always@(posedge clk)
    begin
        case(state)
            s0:
            begin
                parallel_out<=2'b00;
                if(~serial_inp)
                    state<=s1;
                else 
                    state<=s0;
            end
            s1:
            begin
                parallel_out<=2'b00;
                if(~serial_inp)
                    state<=s7;
                else 
                    state<=s2;
            end
            s2:
            begin
                parallel_out<=2'b00;
                if(~serial_inp)
                    state<=s3;
                else 
                    state<=s4;
            end
            s3:
            begin
                parallel_out<=2'b01;
                if(~serial_inp)
                    state<=s7;
                else 
                    state<=s2;
            end
            s4:
            begin
                parallel_out<=2'b00;
                if(~serial_inp)
                    state<=s0;
                else 
                    state<=s5;
            end
            s5:
            begin
                parallel_out<=2'b00;
                if(~serial_inp)
                    state<=s6;
                else 
                    state<=s0;
            end
            s6:
            begin
                parallel_out<=2'b10;
                if(~serial_inp)
                    state<=s7;
                else 
                    state<=s2;
            end
            s7:
            begin
                parallel_out<=2'b00;
                if(~serial_inp)
                    state<=s8;
                else 
                    state<=s2;
            end
            s8:
            begin
                parallel_out<=2'b11;
                if(~serial_inp)
                    state<=s8;
                else 
                    state<=s2;
            end
        endcase
    end
endmodule
==> /design/flow/run.sh <==
#!/bin/bash
# OpenROAD 26Q1-2900-gdf79404cd8, Yosys 0.63+post, stock flow scripts
make -C /OpenROAD-flow-scripts/flow DESIGN_CONFIG=/design/flow/config.mk WORK_HOME=/design/flow/orfs finish
==> /design/flow/config.mk <==
export PLATFORM = sky130hd
export DESIGN_NAME = reciever
export DESIGN_NICKNAME = reciever
export VERILOG_FILES = /design/flow/design.v
export SDC_FILE = /design/flow/constraint.sdc
export NUM_CORES = 4
export LEC_CHECK = 1
export CORE_UTILIZATION = 40
==> /design/flow/constraint.sdc <==
current_design reciever

set clk_period 2.6
set clk_io_pct 0.2

create_clock -name clk0 -period $clk_period [get_ports {clk}]

set non_clock_inputs [all_inputs -no_clocks]
set_input_delay [expr $clk_period * $clk_io_pct] -clock clk0 $non_clock_inputs
set_output_delay [expr $clk_period * $clk_io_pct] -clock clk0 [all_outputs]
==> out/qor.tcl <==
set qor(area_growth_syn_to_layout_pct) 11.41
set qor(design.die.area_sq_um) 6736
set qor(gp_congestion) 1.051
set qor(route.vias.total) 3022
set qor(endpoint_class_of_the_critical_path) {flip-flop}
set qor(crit_path_start_kind) {flip-flop}
set qor(cts-hold-fix-buffers) 0
set qor(ff_to_ff_setup_slack_ns) 0.26
set qor(grt_pass1_vias) 2743
set qor(ys_cells) 357
set qor(power.share.combinational_pct) 48.6
set qor(synth_cell_type_count) 72
set qor(pwr-share-seq_pct) 33.7
set qor(synthFlopType) {sky130_fd_sc_hd__edfxtp_1}
set qor(placed_cell_area_sq_um) 2786
set qor(power.share.clock_pct) 17.7
set qor(path_class) {flip-flop to flip-flop}
set qor(stage_log_warnings) 25
set qor(remaining_drc_errors) 0
set qor(row_count) 28
set qor(clkSinkCount) 22
set qor(coreArea_sq_um) 6061
set qor(cts_inserted_buffers) 3
set qor(critical-path-max-stage-delay_ns) 0.64
set qor(cts_setup_buffers) 0
set qor(fin_crit_ns) 2.340
set qor(grt_ovf) 0
set qor(sw_share_pct) 47.77
set qor(worst_ir_drop_vdd_mv) 0.5035
set qor(vias_per_cell) 6.979
set qor(fp.dieH_um) 82.08
set qor(fin_hold_ws_ns) 0.5193
set qor(drt_pass_1_iters) 7
set qor(antenna_violating_nets_post_route) 0
set qor(finalWirelength_um) 9266
set qor(finalMaxSlewViolations) 0
set qor(number_of_enable_flip_flop_cells) 11
set qor(clock_skew_ns) 0.005623
set qor(detail_route.antenna_diodes) 0
set qor(max_slew.worst_pin.slew_ns) 0.5244
set qor(total_switching_power_uw) 945.2
set qor(place_hpwl_um) 6493
set qor(achievable_clock_frequency_ghz) 0.4274
set qor(final_design_area_no_fill_sq_um) 2858
set qor(cts_htree_levels) 1
set qor(layout.cells.most_common_list) {sky130_fd_sc_hd__nand2_1, sky130_fd_sc_hd__o21ai_0, sky130_fd_sc_hd__a21oi_1, sky130_fd_sc_hd__nor2_1, sky130_fd_sc_hd__buf_4}
set qor(cellPowerDensity_nw_per_um2) 692.5
set qor(clk_root_buffer_cell) {sky130_fd_sc_hd__clkbuf_8}
set qor(maxCapViolCount) 0
set qor(cp_cell_instances) {buf_4 > or2_2 > or4_1 > a21oi_1 > a311oi_1 > nand4_1}
set qor(crit_fanout) 18
set qor(overall_die_width_um) 82.08
set qor(final_core_utilization_pct) 47.15
set qor(min_period_over_period_pct) 89.99
set qor(critical-path-top-delay-family) {simple AND/OR/NAND/NOR gates}
set qor(initial_antenna_violation_count) 0
set qor(clock_tree.buffer_depth) 2
set qor(timing.slew.headroom_pct) 64.55
set qor(status) {complete, no violations}
set qor(leakage_uw) 0.0009176
set qor(drive_above_1_share_pct) 13.13
set qor(nFillCells) 613
set qor(cp.buffers_inverters) 1
set qor(pin_count_of_the_biggest_net_entering_global_routing) 47
set qor(internal_power_contribution_uw) 1034
set qor(synth_warn) 2
set qor(synth_area_per_cell_sq_um) 7.185
set qor(portBuffers) 8
set qor(grtUsageTotal_pct) 30.02
set qor(io_pins) 10
set qor(cts_tree) {yes}
set qor(hold_viol_final) 0
set qor(post_synth_inst_count) 357
set qor(final.setup.tns_ns) 0
set qor(mi_logic_area_sq_um) 1780
set qor(slowest_stage) {sky130_fd_sc_hd__edfxtp_1}
set qor(number_of_placed_instances_taps_included) 429
set qor(synth.ff_latch_count) 22
set qor(async_reset_ff_share_pct) 0
set qor(ys_area_sq_um) 2565
set qor(hold_path.class) {flip-flop to flip-flop}
set qor(clkTransAtPathRegs_ns) 0.10
set qor(seq_cell_area_sq_um) 550.5
set qor(grt_pass1_wl_um) 14700
set qor(cts_resized) 0
set qor(finalNonFillerCells) 433
set qor(drtIter0Drc) 561
set qor(rsz0062_at_grt) {no}
set qor(setup_violations) 0
set qor(mappedNetlistArea_sq_um) 2565
set qor(drt-wirelength-per-cell_um) 21.40
set qor(crit_required_ns) 2.74
set qor(floorplan.initialDensity_pct) 42.32
set qor(layout.cells.most_common) {sky130_fd_sc_hd__nand2_1}
set qor(synth_seq_share_pct) 21.46
set qor(worstPathArrival_ns) 2.48
set qor(clock.latency.late_pin_ns) 0.28
==> cell usage after synthesis, drive strengths merged (10+ instances only) <==
| cell | number | area (sq um) |
|---|---|---|
| a211oi | 10 | 75.07 |
| dfxtp | 11 | 220.2 |
| nand3 | 13 | 65.06 |
| o22ai | 10 | 62.56 |
| clkbuf | 11 | 41.29 |
| edfxtp | 11 | 330.3 |
| nor2b | 10 | 62.56 |
| o21ai | 30 | 150.1 |
| nor2 | 26 | 97.59 |
| nand2 | 34 | 135.1 |
| buf | 26 | 143.9 |
| inv | 13 | 48.80 |
| a21oi | 27 | 135.1 |
==> worst reg2reg max path, cell delays in order, from the launching register on <==
cell and delay (ns):
sky130_fd_sc_hd__edfxtp_1 0.64, sky130_fd_sc_hd__buf_4 0.31, sky130_fd_sc_hd__or2_2 0.37, sky130_fd_sc_hd__or4_1 0.47, sky130_fd_sc_hd__a21oi_1 0.18, sky130_fd_sc_hd__a311oi_1 0.11, sky130_fd_sc_hd__nand4_1 0.13
==> path summary, 6_finish.rpt <==
check | cells past startpoint | from | end
min reg2reg | 2 | trans_rec.parallel_out[1] | trans_rec.parallel_out[1]
min | 2 | trans_rec.parallel_out[1] | trans_rec.parallel_out[1]
max | 6 | state[0] | state[1]
max reg2reg | 6 | state[0] | state[1]
==> cells by family after synthesis <==
group	synth area share (%)
compound gates	34.20
xor+xnor	2.049
simple gates	32.20
flops	21.46
buf+inv	9.122
other cells	0.1462
mux	0.8293
==> final cells by class <==
cell class	instances	area share (%)
Clock buffer	3	1.445
Clock inverter	1	1.051
Inverter	13	1.708
Multi-Input combinational cell	285	62.30
Sequential cell	22	19.26
Tap cell	75	3.284
Timing Repair Buffer	34	10.95
==> flip-flops by register name, summed over array words and instances (netlist names) <==
register and flops:
state 7, trans_rec.parallel_out 4, trans_rec.state 4, s_out 7
==> per-stage QoR <==
stage | total power (uW) | setup WS [ns]
4_1_cts | 1939 | 0.3048
3_3_place_gp | 1613 | 0.2702
6_report | 1979 | 0.2603
2_1_floorplan | 1298 | 0.6412
5_1_grt | 2084 | 0.06438
3_5_place_dp | 1592 | 0.3165
==> per-layer routing <==
metal / up-vias / part of all wire, % / track usage, % / wire [um]
met2: 249 / 43 / 44.71 / 4016
met4: 0 / 6.3 / 14.74 / 588
met3: 65 / 12 / 6.877 / 1096
li1: 1364 / - / - / -
met1: 1344 / 38 / 41.20 / 3564
met5: - / 0 / 0 / 0
==> power by group through the flow <==
stage         Sequential (uW)  Clock, uW  Combinational (uW)
global route              684        358                1040
CTS                       660        350                 929
finish                    666        351                 962
Power figures rest on the tool's default switching activity, not on a simulated workload.
